==> flow/design.v <==
`timescale 1ns / 1ps
module memory_rho#(
parameter DATA_WIDTH = 32,
parameter DATA_DEPTH = 10,
parameter NUM_LOOP=10
)
(
  input logic clk,
  input logic rst,
  input logic rd_en,
  input logic wr_en ,
  input logic loop_next,
  input logic [DATA_WIDTH-1:0] din,
  output logic [DATA_WIDTH-1:0] dout ,
  output logic [$clog2(NUM_LOOP)-1:0] num_loop_current
);
localparam BOTTOM =DATA_DEPTH-1 ;
logic [DATA_WIDTH-1:0] memory[DATA_DEPTH];
logic [$clog2(DATA_DEPTH)-1:0] rd_ptr;
logic [$clog2(DATA_DEPTH)-1:0] wr_ptr;
logic [$clog2(DATA_DEPTH)-1:0] din_cnt;
logic [$clog2(DATA_DEPTH)-1:0] dout_cnt;
logic [$clog2(NUM_LOOP)-1:0] num_loop_current_r;
assign num_loop_current=num_loop_current_r;
always_ff @( posedge clk or negedge rst ) begin 
    if(!rst) begin
        integer i;
        for(i=0;i<DATA_DEPTH;i=i+1) begin
            memory[i]<=0;
        end
        rd_ptr<=0;
        wr_ptr<=0;
        din_cnt<=0;
        dout_cnt<=0;
        num_loop_current_r<=0;
    end
    else if (wr_en) begin
        memory[wr_ptr]<=din;
        if(num_loop_current_r<NUM_LOOP) begin
            num_loop_current_r<=num_loop_current_r+1'b1;
        end
        else begin
            num_loop_current_r<=NUM_LOOP;
        end
        rd_ptr <= wr_ptr;
        if(wr_ptr!=BOTTOM) begin
            wr_ptr<=wr_ptr+1;
        end 
        else begin
            wr_ptr <=0;
        end
        dout_cnt<=0;
        if(din_cnt!=DATA_DEPTH) begin
            din_cnt <= din_cnt+1;
        end 
    end
    else if((!wr_en)&&rd_en&&(!loop_next)) begin
        dout<= memory[rd_ptr];
        if(dout_cnt!=din_cnt-1) begin
            if(rd_ptr!=0) begin
                rd_ptr<=rd_ptr-1;
            end 
            else begin
                rd_ptr<=BOTTOM;
            end
        end
        dout_cnt <= dout_cnt+1;
    end
    else if((!wr_en)&&rd_en&&loop_next) begin
        dout<= memory[rd_ptr];
        if(rd_ptr!=BOTTOM) begin
            rd_ptr<=rd_ptr+1;
        end
        else begin
            rd_ptr <= 0;
        end
    end     
end
endmodule
==> flow/run.sh <==
#!/bin/bash
# OpenROAD 26Q1-2900-gdf79404cd8, Yosys 0.63+post, stock flow scripts
make -C /OpenROAD-flow-scripts/flow DESIGN_CONFIG=/design/flow/config.mk WORK_HOME=/design/flow/orfs finish
==> flow/config.mk <==
export PLATFORM = sky130hd
export DESIGN_NAME = memory_rho
export DESIGN_NICKNAME = memory_rho
export VERILOG_FILES = /design/flow/design.v
export SDC_FILE = /design/flow/constraint.sdc
export NUM_CORES = 4
export LEC_CHECK = 1
export CORE_UTILIZATION = 40
==> flow/constraint.sdc <==
current_design memory_rho

set clk_period 6.4
set clk_io_pct 0.2

create_clock -name clk0 -period $clk_period [get_ports {clk}]

set non_clock_inputs [all_inputs -no_clocks]
set_input_delay [expr $clk_period * $clk_io_pct] -clock clk0 $non_clock_inputs
set_output_delay [expr $clk_period * $clk_io_pct] -clock clk0 [all_outputs]
==> results.yml <==
# flow metrics
floorplanning:
  die_h_um: 203
  rows: 73
  dieArea_um2: 41100
  die_w_um: 203
  fp_util: 0.406
  pin_count: 73
  core-area_um2: 39700
detailed_routing:
  viasPerCell: 5.78
  via_count: 10100
  wl_met1_um: 18300
  wl_met2_um: 18400
  drc: 0
  dr.first_iter.drc_count: 735
  first_pass_iters: 5
  antennaDiodeCount: 0
  ant_nets: 0
  wl_met3_um: 2620
  routed_wl_um: 40400
  wl_per_cell_um: 23.1
  highest_layer: "met5"
synthesis:
  simple_gate_area_frac: 0.0497
  logic_family: "multiplexers"
  syn_area_um2: 16100
  yosysCellCount: 1161
  synth_seq_share: 0.587
  postSynthCellCount: 1161
  synth-compound-area-share: 0.0836
  mux_share: 0.236
  ys_area_um2: 16100
  synth.distinct_cells: 55
  syn_area_per_cell_um2: 13.9
  xor_share: 0.00760
  yosysWarnings: 2
  yosys.area.top_type_share: 0.528
  top_area_cell: "dfrtp_1"
  async_reset_ff_frac: 0.914
  flop_cell: "dfrtp_1"
  area_leaders: "dfrtp_1 53%, mux2_2 22%, edfxtp_1 6.0%"
  ys_ff: 372
  fa_ha_area_frac: 0.00388
  edf_count: 32
global_route:
  grt_antenna_before_repair: 2
  grt_overflow: 0
  grt_pass1_wl_um: 63400
  grt_max_degree: 123
  grt_pass1_vias: 10400
  track_usage: 0.212
hold_path:
  hp-class: "reg -> reg"
finish:
  final_cell_mix: "340 x dfrtp_1, 316 x mux2_2, 71 x clkdlybuf4s50_1, 54 x a222oi_1, 42 x clkbuf_16"
  final_cells: 1753
  drive_gt1_frac: 0.359
  comb_area_um2: 6230
  seqCellArea_um2: 9470
  mostFrequentLayoutCell: "dfrtp_1"
  n_fill_cell: 3427
  area_growth_pct: 16.0
timing:
  finClkSkew_ps: 20.2
  relSlewSlack: 0.476
  worst_pin_slew_ps: 783
  final-setup-viol-count: 0
  fin_crit_sh: 0.531
  final-max-slew-violation-count: 0
  fin_setup_tns_ps: 0
  layout_min_cycle_time_ps: 3400
  rsz0062_at_grt: "no"
  fmax_mhz: 294
  hold_viol: 0
placed_design:
  hpwlAfterDp_um: 23500
  dp.cells: 1681
  io_buffers: 72
  gp_congestion: 0.802
clock_network:
  cts_root_buf: "clkbuf_16"
  cts_tree: "done"
  postCtsResizedCells: 0
  h-tree-depth: 2
  cts.sinks: 372
  cts_buffers: 40
  cts_buffer_depth: 3
  clock_latency_ps: 540
  clk_pin_slew_ps: 60
  post_cts.repair.setup_buffers: 0
  ctsHoldBuffers: 0
pwr:
  cellPowerDensity_nw_per_um2: 502
  leakage_nw: 7.88
  ir_drop_mv: 0.238
run:
  tool_warnings: 29
  max-cap-violations: 0
worst_setup_path:
  crit_required_ps: 6810
  critical_path.max_fanout: 23
  arrival_ps: 3810
  cp-start-kind: "input pin"
  critPathCaptureType: "flop"
  path_class: "in -> reg"
run_status:
  outcome: "complete, no violations"
## logic make-up after synthesis
family          Yosys count
compound gates          159
xor+xnor                 14
fa+ha+maj                 5
buf+inv                 122
flops                   372
mux                     336
simple gates            153
## per-stage QoR
stage | setup slack [ps] | total power, mW | hold slack, ps | utilization | area, um2
2_1_floorplan | 3530 | 6.12 | 457 | - | 16100
3_3_place_gp | 2510 | 7.09 | 470 | 0.438 | 17400
3_5_place_dp | 2490 | 7.16 | 479 | 0.438 | 17400
4_1_cts | 3010 | 9.46 | 493 | 0.471 | 18700
5_1_grt | 2920 | 9.92 | 510 | 0.471 | 18700
6_report | 3000 | 9.39 | 487 | 0.471 | 18700
## final timing paths
path | start | endpoint | slack, ps | cells past startpoint
hold reg to reg | memory[5][8] | memory[5][8] | 490 | 1
setup reg to reg | rd_ptr[1] | dout[5] | 3440 | 7
min in group asynchronous | rst | din_cnt[1] | 740 | 1
setup / recovery | wr_en | memory[8][13] | 3000 | 7
hold / removal | memory[5][8] | memory[5][8] | 490 | 1
max in group asynchronous | rst | memory[1][11] | 3840 | 3
## per-layer routing
layer	vias up	global-route usage
li1	4450	-
met1	5339	0.336
met2	287	0.313
met3	60	0.0479
met4	4	0.0475
met5	-	0
## cell usage after synthesis, types with 8 or more instances
library cell	n
mux2_2	316
buf_2	40
dfrtp_1	340
nand3_1	41
nand2_1	42
a22o_1	26
o21ai_0	19
nor2_1	20
a22oi_1	9
edfxtp_1	32
a21oi_1	8
mux2i_1	10
a221oi_1	28
clkbuf_1	31
buf_1	43
or3_1	10
xnor2_1	9
a222oi_1	54
nor2b_1	8
## state kept, by name, indices dropped and copies added, names as in the netlist
register and cells:
dout 32, rd_ptr 4, num_loop_current_r 4, dout_cnt 4
wr_ptr 4, memory 320, din_cnt 4
## final cells by class
cell class,instances,area share
clock buffers,65,0.0667
clock inverters,7,0.00254
well taps,525,0.0351
repair buffers,110,0.0547
flip-flops and latches,372,0.506
inverters,7,0.00140
multi-input cells,667,0.333
## where the power goes
group / switching (mW) / total, mW / internal (mW)
Combinational: 1.47 / 3.03 / 1.56
Clock: 0.921 / 2.25 / 1.33
Sequential: 0.586 / 4.11 / 3.52
## worst max-delay path, cell delays in order
cell	delay, ps
clkdlybuf4s50_1	450
buf_4	250
inv_1	220
nor3_1	500
nand2_2	410
buf_4	380
mux2_2	300
Power figures rest on the tool's default switching activity, not on a simulated workload.
